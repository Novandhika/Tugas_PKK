--- flow/config.mk ---
export PLATFORM = sky130hd
export DESIGN_NAME = ALU_32
export DESIGN_NICKNAME = ALU_32
export VERILOG_FILES = /design/flow/design.v
export SDC_FILE = /design/flow/constraint.sdc
export NUM_CORES = 4
export LEC_CHECK = 1
export CORE_UTILIZATION = 50
--- flow/constraint.sdc ---
current_design ALU_32

set clk_period 13.2
set clk_io_pct 0.2

create_clock -name clk0 -period $clk_period

set non_clock_inputs [all_inputs -no_clocks]
set_input_delay [expr $clk_period * $clk_io_pct] -clock clk0 $non_clock_inputs
set_output_delay [expr $clk_period * $clk_io_pct] -clock clk0 [all_outputs]
--- flow/design.v ---
`timescale 1ns / 1ps
module ALU_32(in1, b, funct3, upperBit, lowerBit, cOrI, out1);
	input signed [31:0] in1, b;	 
	reg [31:0] a;
	input [2:0] funct3;	 
	input upperBit;	 
	input lowerBit;	 
	input cOrI;	 
	output[31:0] out1;						
	reg [31:0] out;
	reg  [4:0] shamt;
	reg  [31:0] aUns;
	reg  [31:0] bUns;
	wire signed [31:0] aImm = {in1[11], in1[11], in1[11], in1[11], in1[11], in1[11], 
		in1[11], in1[11], in1[11], in1[11], in1[11], in1[11], in1[11], in1[11], in1[11],
		in1[11], in1[11], in1[11], in1[11], in1[11], in1[11:0]};
	assign out1 = out;
	always @ (*)
		case(cOrI)
			1'b0:	 
				begin
					if (lowerBit == 1'b0)
						a = aImm;
					else
						a = in1;
					shamt = a[4:0];
					aUns = a[31:0];
					bUns = b[31:0];
					case(funct3)
						3'b000:					 
							begin
								case(lowerBit)
									1'b0: out = a + b;	 
									1'b1:
										begin
										case(upperBit)
											1'b0:	out = a + b;	 
											1'b1: out = b - a;	 
										endcase
										end
								endcase			
							end		
						3'b001: out = b << shamt;	 
						3'b010:					 
							begin
								if (b[31] == a[31] && a[31] == 1'b0)
								begin
									if (b < a)
										out = 32'd1;
									else 
										out = 32'd0;
								end
								else if (b[31] == 1'b1 && a[31] == 1'b0)
									out = 32'd1;
								else if (a[31] == 1'b1 && b[31] == 1'b0)
									out = 32'd0;
								else if (b[31] == a[31] && a[31] == 1'b1)
								begin
									if (b[30:0] < a[30:0])
										out = 32'd1;
									else 
										out = 32'd0;
								end
								else
										out = 32'd0;
							end
						3'b011: 					 
							begin
								if (bUns < aUns)
									out = 32'd1;
								else 
									out = 32'd0;
							end
						3'b100: out = a ^ b;	 
						3'b101: 		 
							case(upperBit)
								1'b0: out = b >> shamt;		 
								1'b1: out = b >>> shamt;	 
							endcase
						3'b110: out = b | a;	 
						3'b111: out = b & a;	 
					endcase
				end
			1'b1:	 
				begin
					a = in1;
					shamt = a[4:0];
					aUns = a[31:0];
					bUns = b[31:0];
					case(funct3)
						3'b000:
							begin
								if (b == a)
									out = 32'd1;
								else 
									out = 32'd0;
							end
						3'b001:
							begin
								if (b != a)
									out = 32'd1;
								else 
									out = 32'd0;
							end
						3'b100:
							begin
								if (b[31] == a[31] && a[31] == 1'b0)
								begin
									if (b < a)
										out = 32'd1;
									else 
										out = 32'd0;
								end
								else if (b[31] == 1'b1 && a[31] == 1'b0)
									out = 32'd1;
								else if (a[31] == 1'b1 && b[31] == 1'b0)
									out = 32'd0;
								else if (b[31] == a[31] && a[31] == 1'b1)
								begin
									if (b[30:0] < a[30:0])
										out = 32'd1;
									else 
										out = 32'd0;
								end
								else
										out = 32'd0;
							end
						3'b101:
							begin
								if (b[31] == a[31] && a[31] == 1'b0)
								begin
									if (b >= a)
										out = 32'd1;
									else 
										out = 32'd0;
								end
								else if (b[31] == 1'b1 && a[31] == 1'b0)
									out = 32'd0;
								else if (a[31] == 1'b1 && b[31] == 1'b0)
									out = 32'd1;
								else if (b[31] == a[31] && a[31] == 1'b1)
								begin
									if (b[30:0] >= a[30:0])
										out = 32'd1;
									else 
										out = 32'd0;
								end
								else
										out = 32'd0;
							end
						3'b110:
							begin
								if (bUns < aUns)
									out = 32'd1;
								else 
									out = 32'd0;
							end
						3'b111:
							begin
								if (bUns >= aUns)
									out = 32'd1;
								else 
									out = 32'd0;
							end
						default: out = 32'd0;
					endcase
				end
		endcase
endmodule
--- flow/run.sh ---
#!/bin/bash
# OpenROAD 26Q1-2900-gdf79404cd8, Yosys 0.63+post, stock flow scripts
make -C /OpenROAD-flow-scripts/flow DESIGN_CONFIG=/design/flow/config.mk WORK_HOME=/design/flow/orfs finish
==> impl_metrics.yaml <==
# flow metrics
timing:
  setup_slack_ns: 3.04
  setup_viol: 0
  finalClockPeriodUsage_pct: 77.0
  max_freq_mhz: 98.4
  min_period_ns: 10.16
  hold_viol: 0
  max_slew_margin_pct: 32.9
  drv_slew: 0
  worst_pin_slew_ns: 0.994
  tns_ns: 0
  rsz0062_at_grt: "false"
die:
  rows: 50
  io_pins: 102
  core_area_sq_um: 18900
  fp_util_pct: 51.5
  die_area_sq_um: 20000
  die_y_microns: 141
  fp.dieW_microns: 141
worst_hold_path:
  whs_path_depth: 6
  min_path_type: "in2out"
synthesis:
  common_cells: "nor2_1, a21oi_1, inv_1, ha_1, o21ai_0"
  synth_area_leader_cell: "ha_1"
  yosys.area_share.aoi_pct: 33.0
  ys_area_sq_um: 9720
  ys_sh_mux_pct: 18.7
  synth_top_cell_by_count: "nor2_1"
  simple_gate_share_pct: 20.2
  ys_cells: 1413
  post_synth.cell_area_avg_sq_um: 6.88
  syn_area_sq_um: 9720
  adder_share_pct: 16.1
  topCombFamilyByArea: "AND-OR/OR-AND gates"
  synth_warnings: 1
  xor_share_pct: 2.43
  yosys.area.top_type_share_pct: 15.7
  yosysSeqAreaShare_pct: 0
  synth_cell_types: 80
  top_cells_by_area: "ha_1, mux4_2, a21oi_1"
  synth_cells: 1413
placed_design:
  pre_cts_ws_ns: 3.13
  io_buffers: 102
  placed_cell_area_sq_um: 10800
  gp_congestion: 1.05
  dp_hpwl_microns: 31400
route:
  via_count: 11430
  diodes: 0
  drt_iter0_markers: 1363
  ant_nets: 0
  dr.pass1.iters: 6
  drc: 0
  vias_per_cell: 6.76
  routed_wl_microns: 40500
  wire_per_inst_microns: 24.0
setup_path:
  start_kind: "primary input"
  worstPathRequired_ns: 10.56
  end_kind: "output port"
  critical_path_class: "in2out"
  critPathMaxFanout: 55
  cp.arrival_ns: 7.52
clocking:
  postCtsSetupRepairBufs: 0
  cts.hold.buffers_added: 0
  ctsResizeCount: 0
power:
  ir_drop_v: 0.0000261
  p_leak_nw: 4.52
  power_density_nw_per_um2: 46.5
  finalPower_w: 0.000501
layout:
  finalInstanceArea_sq_um: 10800
  seq_area_sq_um: 0
  area_growth_pct: 10.9
  nClkBuffers: 0
  design.seq.count: 0
  utilization_pct: 57.1
  drive_above_1_share_pct: 8.11
grt:
  grt_overflow: 0
  grt_pass1_vias: 10249
  grt_max_degree: 68
  antenna_found_initial: 2
  grt_pass1_wl_microns: 60800
  groute.usage.overall_pct: 41.0
status:
  status: "complete, no violations"
job:
  warnings: 99
  maxCapViolCount: 0
==> worst max-delay path, cell delays in order <==
cell             delay [ns]
clkdlybuf4s50_1        0.45
buf_4                  0.42
inv_2                  0.04
buf_4                  0.35
ha_1                   0.55
nor2_1                 0.09
o311ai_1               0.35
a31oi_1                0.29
a221o_1                0.46
a41oi_2                0.42
o21ai_1                0.16
a2111oi_0              0.40
o21ai_1                0.12
o22ai_1                0.22
clkdlybuf4s50_1        0.50
==> area by class of cell <==
class / instances / area (sq um)
multi-input combinational: 1176 / 8800
fill: 1911 / 8110
timing repair buffer: 125 / 1170
inverter: 130 / 488
tap: 260 / 325
==> metal layers <==
| layer | GRT usage [%] | share of wire [%] | up-vias |
|---|---|---|---|
| met1 | 58.2 | 42 | 5429 |
| met3 | 13.1 | 12 | 79 |
| met2 | 61.2 | 43 | 639 |
| met4 | 9.62 | 2.6 | 2 |
| li1 | - | - | 5281 |
| met5 | 0 | 0.032 | - |
==> cells by family (layout without fill, tap and decap cells) <==
kind of cell,count (synthesis),after routing
AND/OR/NAND/NOR,429,429
AND-OR/OR-AND,488,488
XOR/XNOR,27,27
adder cells (fa/ha/maj),124,124
buffers and inverters,237,255
multiplexers,108,108
==> path summary, 6_finish.rpt <==
path,end,startpoint
max,out1[0],in1[2]
min,out1[1],funct3[0]
==> stage by stage <==
stage          hold slack (ns)  instances
6_report                  6.48       1691
5_1_grt                   6.49       1691
4_1_cts                   6.46       1691
3_5_place_dp              6.44       1691
3_3_place_gp              6.46       1691
2_1_floorplan             5.56       1413
==> cells in the final DEF, fill, tap and decap left out, types with 28 or more instances in the layout <==
| master | netlist | routed |
|---|---|---|
| nor2_1 | 171 | 170 |
| clkdlybuf4s50_1 | 0 | 97 |
| a21oi_1 | 149 | 149 |
| a221oi_1 | 28 | 28 |
| mux4_2 | 58 | 58 |
| mux2i_1 | 41 | 41 |
| ha_1 | 122 | 122 |
| nand2_1 | 102 | 102 |
| inv_1 | 124 | 124 |
| o21ai_0 | 104 | 104 |
| nor3_1 | 39 | 39 |
==> report_power, final <==
| part | internal (W) | switching, W | leakage (nW) |
|---|---|---|---|
| Clock | 0 | 0 | 0 |
| Combinational | 0.000196 | 0.000305 | 4.52 |
| Sequential | 0 | 0 | 0 |
| Total | 0.000196 | 0.000305 | 4.52 |
No activity file was given, so power comes from the tool's default toggle rates.
