## ./config.mk

```make
export PLATFORM = sky130hd
export DESIGN_NAME = ram
export DESIGN_NICKNAME = ram
export VERILOG_FILES = /design/flow/design.v
export SDC_FILE = /design/flow/constraint.sdc
export NUM_CORES = 4
export LEC_CHECK = 1
export CORE_UTILIZATION = 30
export SYNTH_MEMORY_MAX_BITS = 65536
```

## ./constraint.sdc

```tcl
current_design ram

set clk_period 52.5
set clk_io_pct 0.2

create_clock -name clk0 -period $clk_period [get_ports {clk}]

set non_clock_inputs [all_inputs -no_clocks]
set_input_delay [expr $clk_period * $clk_io_pct] -clock clk0 $non_clock_inputs
set_output_delay [expr $clk_period * $clk_io_pct] -clock clk0 [all_outputs]
```

## ./design.v

```verilog
`timescale 1ns / 1ps
module ram(
    input   clk,
    input   we,
    input   start,
    input[7:0] adr,
    input[31:0] din,
    output[31:0] dout);
    reg [31:0] mem [255:0];
    always@(posedge clk)
    begin
		if ((start==1'b1))
		begin
			mem[0] <= 32'd0;		
			mem[1] <= 32'd0;
			mem[2] <= 32'd0;
			mem[3] <= 32'd0;
			mem[4] <= 32'd0;
			mem[5] <= 32'd0;
			mem[6] <= 32'd0;
			mem[7] <= 32'd0;
			mem[8] <= 32'd0;
			mem[9] <= 32'd0;
			mem[10] <= 32'd0;
			mem[11] <= 32'd0;
			mem[12] <= 32'd0;
			mem[13] <= 32'd0;
			mem[14] <= 32'd0;
			mem[15] <= 32'd0;
			mem[16] <= 32'd0;
			mem[17] <= 32'd0;
			mem[18] <= 32'd0;
			mem[19] <= 32'd0;
			mem[20] <= 32'd0;
			mem[21] <= 32'd0;
			mem[22] <= 32'd0;
			mem[23] <= 32'd0;
			mem[24] <= 32'd0;
			mem[25] <= 32'd0;
			mem[26] <= 32'd0;
			mem[27] <= 32'd0;
			mem[28] <= 32'd0;
			mem[29] <= 32'd0;
			mem[30] <= 32'd0;
			mem[31] <= 32'd0;
		end
		else 
		begin
			mem[0] <= mem[0] + 32'd0;		
			mem[1] <= mem[1] + 32'd0;
			mem[2] <= mem[2] + 32'd0;
			mem[3] <= mem[3] + 32'd0;
			mem[4] <= mem[4] + 32'd0;
			mem[5] <= mem[5] + 32'd0;
			mem[6] <= mem[6] + 32'd0;
			mem[7] <= mem[7] + 32'd0;
			mem[8] <= mem[8] + 32'd0;
			mem[9] <= mem[9] + 32'd0;
			mem[10] <= mem[10] + 32'd0;
			mem[11] <= mem[11] + 32'd0;
			mem[12] <= mem[12] + 32'd0;
			mem[13] <= mem[13] + 32'd0;
			mem[14] <= mem[14] + 32'd0;
			mem[15] <= mem[15] + 32'd0;
			mem[16] <= mem[16] + 32'd0;
			mem[17] <= mem[17] + 32'd0;
			mem[18] <= mem[18] + 32'd0;
			mem[19] <= mem[19] + 32'd0;
			mem[20] <= mem[20] + 32'd0;
			mem[21] <= mem[21] + 32'd0;
			mem[22] <= mem[22] + 32'd0;
			mem[23] <= mem[23] + 32'd0;
			mem[24] <= mem[24] + 32'd0;
			mem[25] <= mem[25] + 32'd0;
			mem[26] <= mem[26] + 32'd0;
			mem[27] <= mem[27] + 32'd0;
			mem[28] <= mem[28] + 32'd0;
			mem[29] <= mem[29] + 32'd0;
			mem[30] <= mem[30] + 32'd0;
			mem[31] <= mem[31] + 32'd0;
		end
        begin
        if (we == 1'b1)
            mem [adr] = din;
        end
    end
    assign dout = mem[adr];
endmodule
```

## ./run.sh

```bash
#!/bin/bash
# OpenROAD 26Q1-2900-gdf79404cd8, Yosys 0.63+post, stock flow scripts
make -C /OpenROAD-flow-scripts/flow DESIGN_CONFIG=/design/flow/config.mk WORK_HOME=/design/flow/orfs finish
```

==> CHANGELOG.md <==
### Physical design

* Status: complete, no violations
* Leakage power at 112 nW
* Combined global-route utilization of all metal layers at 0.190
* Initial core utilization at 0.301
* Detailed Route WL at 936 mm
* Path class of the lowest-slack min-delay path: input port to flip-flop
* Post-CTS setup buffer count at 0
* Total internal power at 10.6 mW
* Antenna violations before repair at 49
* Layout cell share with drive strength beyond 1 at 0.288
* Pins Over Slew Limit at 0
* Total negative slack at 0 ns
* First-pass GRT wire length at 1310 mm
* Most flops, register: mem
* Min-delay src: din[22]
* Placed Cells incl. Taps at 28,300
* Vias in the first global route at 171,000
* Yosys top cell by area: sky130_fd_sc_hd__edfxtp_1
* Required @ worst endpoint at 42.00 ns
* Top post-synthesis cells by area: sky130_fd_sc_hd__edfxtp_1 (78%), sky130_fd_sc_hd__mux4_2 (15%), sky130_fd_sc_hd__a22oi_1 (2.4%), sky130_fd_sc_hd__and2_1 (2.0%), sky130_fd_sc_hd__a21oi_1 (0.81%)
* Max reg flops at 8,192
* Unrepaired setup endpoints after global routing: false
* Row count at 376
* Worst IR Drop VDD at 0.0000420 V
* Rel. slew slack at 0.0311
* DRC violation total after the first TritonRoute iteration at 10,200
* Crit path capture type: primary output
* # clock sinks at 8,192
* Floorplan Core Area at 1,050,000 µm²
* DP Worst Slack at 23.02 ns
* Yosys reg bits at 8,192
* Post-cts sizing count at 0
* First-pass iteration count of the detailed router at 5
* Area after detailed placement at 340,000 µm²
* Share of the synthesized area in the top cell type at 0.779
* Switching part of the total power at 0.220
* Share of power burned in combinational logic at 0.053
* Final count of negative-setup-slack endpoints at 0
* Number of max-cap violations at 0
* Total chip power at 13.6 mW
* Crit Path Category: input port to primary output
* Cell area power density at 37.2 nW/µm²
* Clock transition at the register clock pins on the worst setup and hold paths after CTS at 0.06 ns
* Fill count at 94,800
* Die ar. at 1,060,000 µm²
* Max frequency at 34.2 MHz
* Yosys Instances at 14,300
* Yosys Warn Count at 1
* Ratio of routed vias to standard cells at 5.15
* Tally of unique sky130hd cells used after synthesis at 19
* Slack of the critical path at 23.22 ns
* Average wire length per cell after detail routing at 31.3 µm
* Mean Syn Cell Area at 22.1 µm²
* Die Span Y at 1.03 mm
* Depth of the CTS H-tree at 6
* Slew of the pin with the lowest slew margin at 1.43 ns
* Total CTS buffers at 818
* Maximum fanout count along the critical path at 31
* CTS max path bufs at 4
* Final hold viol count at 0
* IO Count at 75
* Post-synthesis instance area at 316,000 µm²
* Synthesis-to-layout area growth at 16.0%
* Data arrival time at the worst-slack endpoint at 18.78 ns
* Clock Root Buffer: sky130_fd_sc_hd__clkbuf_16
* Hold Crit Endpoint: mem[218][22]
* Via count of the routed design at 154,000
* Clock share of power at 0.415
* Die X-Extent at 1.03 mm
* Psw at 3.00 mW
* Post-layout period usage at 0.558
* Final instance area at 366,000 µm²
* Largest registers: mem x8192
* Gate count after technology mapping at 14,300
* Yosys stat chip area at 316,000 µm²
* Post-route antenna net violation count at 0
* Stage-log warning count at 27
* Part of the total power dissipated in sequential elements at 0.533
* Hold-fix buffers, CTS at 0
* Detailed-route DRC error count at 0
* CTS tree: done
* HPWL reported at the end of detailed placement at 550 mm
* Synth Seq Share at 0.779
* Cell count of the worst hold path at 1
* Maximum number of pins on one net before global-route repair at 98
* Period minus WS final at 29.28 ns
* GR Overflow Total at 0
* Kind of start point of the critical path: input port
* Total of buffers placed on input and output ports at 74
* Number of cells in the finished layout apart from fillers at 29,900
* Routability Congestion at 0.879
[cells in the mapped netlist (all sizes together)]
| library cell | count |
|---|---|
| or2 | 34 |
| edfxtp | 8192 |
| mux4 | 2048 |
| and2 | 1027 |
| nand3 | 12 |
| clkbuf | 671 |
| o41ai | 128 |
| buf | 318 |
| nor2 | 260 |
| nand2 | 17 |
| nand2b | 4 |
| a21oi | 512 |
| a22oi | 1024 |
| nor2b | 8 |
| nand4 | 41 |
[worst max-delay path, cell delays in order]
cell and delay [ns]:
sky130_fd_sc_hd__buf_16 0.18, sky130_fd_sc_hd__buf_4 0.57, sky130_fd_sc_hd__buf_4 0.61, sky130_fd_sc_hd__buf_4 0.59, sky130_fd_sc_hd__buf_4 0.54, sky130_fd_sc_hd__buf_4 0.63
sky130_fd_sc_hd__buf_4 0.60, sky130_fd_sc_hd__buf_4 0.53, sky130_fd_sc_hd__mux4_2 0.57, sky130_fd_sc_hd__a22oi_1 0.26, sky130_fd_sc_hd__a21oi_1 0.21, sky130_fd_sc_hd__o41ai_2 1.18
sky130_fd_sc_hd__buf_4 0.30, sky130_fd_sc_hd__nand4_1 0.63, sky130_fd_sc_hd__clkdlybuf4s50_1 0.64
[metal layers]
layer,vias up,GRT usage,share of wire,routed length [µm]
li1,62200,-,-,-
met1,77800,0.183,0.29,267000
met4,86,0.0689,0.047,44000
met5,-,0.0369,0.0056,5230
met2,11900,0.273,0.45,421000
met3,1771,0.183,0.21,198000
[worst max-delay path by stage]
stage         startpoint  endpoint  cells after the start
CTS               adr[0]  dout[31]                     15
global route      adr[0]  dout[31]                     15
finish            adr[0]  dout[31]                     15
[kinds of logic after synthesis]
kind of cell,Yosys count,synth area share
muxes,2048,0.146
and+or+nand+nor,1403,0.0255
buffers and inverters,989,0.0135
AOI/OAI and AO/OA,1664,0.0360
DFF,8192,0.779
[stage by stage]
step / hold WS, ns / utilization
2_1_floorplan: 10.60 / -
3_3_place_gp: 10.92 / 0.324
3_5_place_dp: 10.93 / 0.324
4_1_cts: 9.63 / 0.349
5_1_grt: 9.68 / 0.349
6_report: 9.69 / 0.349
[layout by cell type (no fill, tap or decap), drive strengths merged, types with 12 or more instances in the layout]
cell | netlist | layout
edfxtp | 8192 | 8192
mux4 | 2048 | 2048
and2 | 1027 | 1027
a22oi | 1024 | 1024
clkbuf | 671 | 1003
buf | 318 | 973
a21oi | 512 | 512
clkinv | 0 | 417
nor2 | 260 | 260
o41ai | 128 | 128
diode | 0 | 74
bufinv | 0 | 55
nand4 | 41 | 41
clkdlybuf4s50 | 0 | 39
or2 | 34 | 34
inv | 0 | 18
nand2 | 17 | 17
nand3 | 12 | 12
[power groups by stage]
stage | Clock, mW | Sequential, mW | Combinational [mW]
4_1_cts | 5.73 | 7.26 | 0.720
5_1_grt | 5.98 | 7.26 | 0.760
6_report | 5.65 | 7.26 | 0.718
[area by class of cell]
type                            instances  area (µm²)  area share
Sequential cell                      8192      246000       0.672
Multi-Input combinational cell       5115       68500       0.187
Clock buffer                         1003       21200      0.0578
Tap cell                            14000       17500      0.0478
Timing Repair Buffer                 1012        8190      0.0224
Clock inverter                        499        4750      0.0130
Antenna cell                           74         185    0.000506
Power and IR drop assume default switching activity.
