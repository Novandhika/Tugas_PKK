`/design/flow/design.v`:
```
`timescale 1ns / 1ps
module Multi_RAM(
    input   clk,
    input   en1, en2,
    input   start,
    input[7:0] addr1, addr2,
    input[31:0] din1, din2,
    output[31:0] dout1, dout2);
    reg [1:0]   enable;
    reg [31:0] mem [255:0];
    always@(posedge clk)
    begin
		if ((start==1'b1))
		begin
			mem[0] <= 32'd0;		
			mem[1] <= 32'd0;
			mem[2] <= 32'd0;
			mem[3] <= 32'd0;
			mem[4] <= 32'd0;
			mem[5] <= 32'd0;
			mem[6] <= 32'd0;
			mem[7] <= 32'd0;
			mem[8] <= 32'd0;
			mem[9] <= 32'd0;
			mem[10] <= 32'd0;
			mem[11] <= 32'd0;
			mem[12] <= 32'd0;
			mem[13] <= 32'd0;
			mem[14] <= 32'd0;
			mem[15] <= 32'd0;
			mem[16] <= 32'd0;
			mem[17] <= 32'd0;
			mem[18] <= 32'd0;
			mem[19] <= 32'd0;
			mem[20] <= 32'd0;
			mem[21] <= 32'd0;
			mem[22] <= 32'd0;
			mem[23] <= 32'd0;
			mem[24] <= 32'd0;
			mem[25] <= 32'd0;
			mem[26] <= 32'd0;
			mem[27] <= 32'd0;
			mem[28] <= 32'd0;
			mem[29] <= 32'd0;
			mem[30] <= 32'd0;
			mem[31] <= 32'd0;
		end
		else 
		begin
			mem[0] <= mem[0] + 32'd0;		
			mem[1] <= mem[1] + 32'd0;
			mem[2] <= mem[2] + 32'd0;
			mem[3] <= mem[3] + 32'd0;
			mem[4] <= mem[4] + 32'd0;
			mem[5] <= mem[5] + 32'd0;
			mem[6] <= mem[6] + 32'd0;
			mem[7] <= mem[7] + 32'd0;
			mem[8] <= mem[8] + 32'd0;
			mem[9] <= mem[9] + 32'd0;
			mem[10] <= mem[10] + 32'd0;
			mem[11] <= mem[11] + 32'd0;
			mem[12] <= mem[12] + 32'd0;
			mem[13] <= mem[13] + 32'd0;
			mem[14] <= mem[14] + 32'd0;
			mem[15] <= mem[15] + 32'd0;
			mem[16] <= mem[16] + 32'd0;
			mem[17] <= mem[17] + 32'd0;
			mem[18] <= mem[18] + 32'd0;
			mem[19] <= mem[19] + 32'd0;
			mem[20] <= mem[20] + 32'd0;
			mem[21] <= mem[21] + 32'd0;
			mem[22] <= mem[22] + 32'd0;
			mem[23] <= mem[23] + 32'd0;
			mem[24] <= mem[24] + 32'd0;
			mem[25] <= mem[25] + 32'd0;
			mem[26] <= mem[26] + 32'd0;
			mem[27] <= mem[27] + 32'd0;
			mem[28] <= mem[28] + 32'd0;
			mem[29] <= mem[29] + 32'd0;
			mem[30] <= mem[30] + 32'd0;
			mem[31] <= mem[31] + 32'd0;
		end
        begin
            enable <= {en1,en2};
            case(enable)
            2'd1 :
                begin
                    mem [addr2] <= din2;
                end
            2'd2 :
                begin
                    mem [addr1] <= din1;
                end
            2'd3 :
                begin
                    mem [addr1] <= din1;
                    mem [addr2] <= din2;
                end
            endcase
        end
    end
    assign dout1 = mem[addr1];
    assign dout2 = mem[addr2];
endmodule
```
`/design/flow/run.sh`:
```
#!/bin/bash
# OpenROAD 26Q1-2900-gdf79404cd8, Yosys 0.63+post, stock flow scripts
make -C /OpenROAD-flow-scripts/flow DESIGN_CONFIG=/design/flow/config.mk WORK_HOME=/design/flow/orfs finish
```
`/design/flow/config.mk`:
```
export PLATFORM = sky130hd
export DESIGN_NAME = Multi_RAM
export DESIGN_NICKNAME = Multi_RAM
export VERILOG_FILES = /design/flow/design.v
export SDC_FILE = /design/flow/constraint.sdc
export NUM_CORES = 4
export LEC_CHECK = 1
export CORE_UTILIZATION = 30
export SYNTH_MEMORY_MAX_BITS = 65536
```
`/design/flow/constraint.sdc`:
```
current_design Multi_RAM

set clk_period 67.9
set clk_io_pct 0.2

create_clock -name clk0 -period $clk_period [get_ports {clk}]

set non_clock_inputs [all_inputs -no_clocks]
set_input_delay [expr $clk_period * $clk_io_pct] -clock clk0 $non_clock_inputs
set_output_delay [expr $clk_period * $clk_io_pct] -clock clk0 [all_outputs]
```
==> results.tsv <==
stage	metric	value	unit
status	status	complete, but fails checks	
status	failing checks	capacitance limit, slew limit	
critical_path	startpoint class of the critical path	primary input	
power_and_ir_drop	worst vdd ir	0.02736	mV
critical_path	critical path required time	54320	ps
final_timing	endpoints failing hold	0	
floorplanning	core area	1583000	µm²
detailed_routing	via count	313900	
clocking	clk root buf	clkbuf_16	
finish	tally of filler cells in the layout	147700	
yosys	Most common reg cell	edfxtp_1	
power_and_ir_drop	total power	12.03	mW
placement	cell count after placement	48150	
floorplanning	Core Util at FP	30.10	%
final_timing	Max Clk Rate	0.02728	GHz
power_and_ir_drop	Power Dens Cells	22.32	nW/µm²
global_route	vias in the first global route	335600	
global_route	gr ovfl total	0	
clocking	Worst-Skew Late Latency	1300	ps
detailed_routing	remaining antenna violation count	0	
critical_path	CP arrival	23070	ps
yosys	Post-Syn Instances	28980	
yosys	Unique masters post-synth	43	
final_timing	final setup vio count	0	
yosys	Yosys warning count	1	
yosys	number of synthesized flops with an enable pin	8192	
yosys	post-synthesis sequential area ratio	51.65	%
finish	most frequent logic cell in the layout	edfxtp_1	
yosys	mapped cell area	476400	µm²
final_timing	hold_ws	1235	ps
floorplanning	Core Rows	462	
critical_path	largest fanout on the critical path	44	
clocking	Max H-tree Level	6	
yosys	synthesized chip area reported by yosys	476400	µm²
final_timing	Worst Max-Slew Pin Slew	1785	ps
clocking	Worst-path clk slew	60	ps
finish	layout cells sized above 1	53.64	%
finish	Final Instance Count excl. Fillers	50200	
job	MaxCap Viol Count	2	
detailed_routing	drt total wl	2144000	µm
placement	GPL Wtd Cong	0.9973	
placement	DP Wirelength	1340000	µm
clocking	clk buf depth	5	
clocking	hold-fix buffers at CTS	0	
critical_path	CP endpoint kind	output port	
finish	Layout area overhead	13.11	%
yosys	yosys cell count	28980	
clocking	Post-CTS Setup Inserts	0	
global_route	largest net degree at the start of global routing	81	
detailed_routing	Remaining DRCs	0	
clocking	# resized after CTS	0	
final_timing	Setup TNS	0	ps
detailed_routing	Pre-antenna DRT Iters	9	
final_timing	Max transition margin	-19.02	%
floorplanning	die footprint	1593000	µm²
worst_hold_path	worst min path class	flop to flop	
finish	most frequent cells in the layout	edfxtp_1, mux2_2, mux4_2	
global_route	Tot GR Track Use	28.07	%
floorplanning	Die Height	1262	µm
final_timing	RSZ-0062 raised after global routing	false	
detailed_routing	Initial DRC Count	25110	
global_route	antenna violations before repair	206	
final_timing	fin. max-slew vios	5	
detailed_routing	DR WL/cell	42.72	µm
yosys	Yosys reg bits	8194	
clocking	Inserted Clock Buffers	916	
global_route	first-pass GRT wire length	2869000	µm
clocking	CTS tree	built	
job	OpenROAD warning count	27	
final_timing	minimum clock period	36650	ps
detailed_routing	vias per cell	6.252	
power_and_ir_drop	LEAKAGE	168.3	nW
placement	PortBufs	147	
floorplanning	io pins	148	
final_timing	final period utilization	53.98	%
clocking	clock sinks	8194	
floorplanning	die x size	1262	µm
yosys	synthesized area per cell	16.44	µm²
critical_path	CP Class	primary input to output port	
yosys	ys async rst share	0	%
final_timing	Worst Skew	80.58	ps
-- through the flow --
step                      area (µm²)  util [%]  setup WS [ps]
after floorplan               476400         -          38680
after global placement        508600     32.13          30790
after detailed placement      508800     32.15          31490
after CTS                     537800     33.98          31490
after global routing          538600     34.03          30730
final                         538900     34.05          31250
-- logic make-up after synthesis --
logic type      Yosys count  share of synthesized area, %
flops                  8194                         51.65
simple gates            585                        0.9421
mux                   11260                         36.32
compound gates         4579                         6.971
xor+xnor                  8                       0.01471
buf+inv                4348                         4.102
-- power breakdown --
part           total [mW]  leakage (nW)  internal, mW  switching, mW
sequential           5.60          75.5          5.59         0.0118
combinational        1.44          78.7         0.515          0.922
clock                4.99          14.1          2.80           2.18
-- state kept, by name, indices dropped and copies added (netlist names) --
name and count:
mem 8192, enable 2
-- area by class of cell --
cell class | instances | area (µm²) | share of cell area, %
inverter | 2 | 15.01 | 0.002786
multi-input combinational | 16440 | 217200 | 40.30
clock buffer | 1155 | 24100 | 4.472
timing repair buffer | 2405 | 19250 | 3.572
tap | 21110 | 26420 | 4.902
clock inverter | 510 | 4918 | 0.9128
antenna | 386 | 965.9 | 0.1793
sequential | 8194 | 246000 | 45.66
-- per-layer routing --
metal,global-route usage (%),share of wire (%),wire length [µm]
met1,24.89,27,575400
met2,36.74,41,871100
met3,26.79,21,460600
met4,21.51,10,216600
met5,11.23,0.97,20830
-- cell usage after synthesis, drive strengths merged (84+ instances only) --
master,count,area (µm²)
nand4,85,538.0
o21ai,84,420.4
nand2,93,349.1
o21bai,160,1201
o41ai,256,2242
a21oi,1024,5125
clkbuf,2826,10610
buf,1520,8922
edfxtp,8192,246000
mux2,7168,80780
or3,95,594.3
nor3,193,2416
a22oi,2048,15370
mux4,4096,92250
a22o,1004,8793
-- critical path: stages --
cell             delay [ps]
buf_16                  330
buf_4                   620
buf_4                   660
buf_4                   570
buf_4                   520
buf_4                   510
buf_4                   680
buf_4                   540
buf_4                   570
mux4_2                  570
a22oi_1                 260
a21oi_1                 210
buf_4                   240
o41ai_4                1100
buf_4                   280
nand4_1                 670
buf_4                   430
clkdlybuf4s50_1         410
-- final timing paths --
kind	start	to	slack (ps)	depth (start not counted)
setup / recovery	addr1[0]	dout1[0]	31250	18
hold / removal	enable[1]	mem[0][21]	1240	4
setup reg to reg	enable[0]	mem[93][21]	62250	12
hold reg to reg	enable[1]	mem[0][21]	1240	4
Power is estimated from default activity; no workload was simulated.
